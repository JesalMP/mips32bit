==> flow/design.v <==
module pc_adder (
    input  logic [7:0] pc_in,     
    output logic [7:0] pc_out 
);
    assign pc_out = pc_in + 8'd1;
endmodule
==> flow/run.sh <==
#!/bin/bash
# OpenROAD 26Q1-2900-gdf79404cd8, Yosys 0.63+post, stock flow scripts
make -C /OpenROAD-flow-scripts/flow DESIGN_CONFIG=/design/flow/config.mk WORK_HOME=/design/flow/orfs finish
==> flow/config.mk <==
export PLATFORM = sky130hd
export DESIGN_NAME = pc_adder
export DESIGN_NICKNAME = pc_adder
export VERILOG_FILES = /design/flow/design.v
export SDC_FILE = /design/flow/constraint.sdc
export NUM_CORES = 4
export LEC_CHECK = 1
export CORE_AREA = 10 10 70 70
export DIE_AREA = 0 0 80 80
==> flow/constraint.sdc <==
current_design pc_adder

set clk_period 1.7
set clk_io_pct 0.2

create_clock -name clk0 -period $clk_period

set non_clock_inputs [all_inputs -no_clocks]
set_input_delay [expr $clk_period * $clk_io_pct] -clock clk0 $non_clock_inputs
set_output_delay [expr $clk_period * $clk_io_pct] -clock clk0 [all_outputs]
==> report_table.html <==
<h2>Synthesis and place &amp; route</h2>
<table>
<tr><th>Metric</th><th>Value</th></tr>
<tr><th colspan="2">Setup path</th></tr>
<tr><td>Arr. time, crit path</td><td>between 1 and 1.5 ns</td></tr>
<tr><td>Startpoint-to-endpoint class of the critical path</td><td>primary input to output port</td></tr>
<tr><td>Sort of element at the start of the critical path</td><td>primary input</td></tr>
<tr><td>Beginning of the critical path</td><td>pc_in[3]</td></tr>
<tr><td>Largest fanout of any net on the critical path</td><td>3</td></tr>
<tr><td>CP required</td><td>1.36 ns</td></tr>
<tr><td>Worst setup EP type</td><td>output port</td></tr>
<tr><th colspan="2">Synthesis</th></tr>
<tr><td>Post-Synthesis Mean Instance Area</td><td>7.27 um2</td></tr>
<tr><td>Cell variety after synth</td><td>10</td></tr>
<tr><td>Post-Synthesis Cells</td><td>16</td></tr>
<tr><td>Post-synthesis cell area</td><td>116 um2</td></tr>
<tr><td>Number of warnings issued by yosys</td><td>0</td></tr>
<tr><td>Count of instantiated cells in the yosys netlist</td><td>16</td></tr>
<tr><td>Synthesized chip area reported by yosys</td><td>116 um2</td></tr>
<tr><td>Portion of the post-synthesis area used by sequential elements</td><td>0</td></tr>
<tr><th colspan="2">Routing</th></tr>
<tr><td>First DRT Iteration DRCs</td><td>5</td></tr>
<tr><td>Number of detailed-routing iterations run before antenna repair</td><td>2</td></tr>
<tr><td>Final wirelength</td><td>607 um</td></tr>
<tr><td>Mean routed wirelength per cell</td><td>just over 7 um</td></tr>
<tr><td>Ant. Diodes</td><td>0</td></tr>
<tr><td>Ratio of routed vias to standard cells</td><td>between 2 and 2.5</td></tr>
<tr><td>Routed via count</td><td>186</td></tr>
<tr><td>Remaining routing DRC violations</td><td>0</td></tr>
<tr><td>Antenna Nets Post-Route</td><td>0</td></tr>
<tr><th colspan="2">Final timing</th></tr>
<tr><td>Setup tns final</td><td>0 ns</td></tr>
<tr><td>Transition time of the tightest slew-check pin</td><td>about 0.14 ns</td></tr>
<tr><td>Final Hold Vio Count</td><td>0</td></tr>
<tr><td>Tmin final</td><td>between 1.5 and 2 ns</td></tr>
<tr><td>Maximum clock frequency</td><td>between 0.6 and 0.7 GHz</td></tr>
<tr><td>Final hold slack</td><td>1.18 ns</td></tr>
<tr><td>Fin crit share</td><td>0.927</td></tr>
<tr><td>Final slew viol count</td><td>0</td></tr>
<tr><td>Worst-case headroom to the max-slew limit</td><td>0.909</td></tr>
<tr><td>Setup repair after global routing missed its margin</td><td>no</td></tr>
<tr><td>Total setup violations reported at the end of the flow</td><td>0</td></tr>
<tr><td>Slack of the critical path</td><td>0.124 ns</td></tr>
<tr><th colspan="2">Min path</th></tr>
<tr><td>Hold Path Class</td><td>primary input to output port</td></tr>
<tr><td>Worst Hold Depth</td><td>4</td></tr>
<tr><td>Startpoint of the most critical hold path</td><td>pc_in[2]</td></tr>
<tr><th colspan="2">Floorplanning</th></tr>
<tr><td>Die H</td><td>80 um</td></tr>
<tr><td>Die X-Extent</td><td>around 80 um</td></tr>
<tr><td>Boundary pin count</td><td>16</td></tr>
<tr><td>Core utilization before placement</td><td>0.0341</td></tr>
<tr><td>Area of the core</td><td>between 3000 and 4000 um2</td></tr>
<tr><td># rows</td><td>21</td></tr>
<tr><td>Overall chip area</td><td>6400 um2</td></tr>
<tr><th colspan="2">Global routing</th></tr>
<tr><td>Overall fraction of global-route tracks in use</td><td>0.0185</td></tr>
<tr><td>GRT Residual Overflow</td><td>0</td></tr>
<tr><td>First-pass GRT wire length</td><td>966 um</td></tr>
<tr><td>Maximum number of pins on one net before global-route repair</td><td>4</td></tr>
<tr><td>Vias in the first global route</td><td>200</td></tr>
<tr><td>Antenna violations before repair</td><td>0</td></tr>
<tr><th colspan="2">Final layout</th></tr>
<tr><td>Comb area</td><td>between 100 and 150 um2</td></tr>
<tr><td>Layout overhead on the synthesized area</td><td>230%</td></tr>
<tr><td>Finished layout cell area</td><td>384 um2</td></tr>
<tr><td>Sequential cell area</td><td>0 um2</td></tr>
<tr><td>Seq_cells</td><td>0</td></tr>
<tr><td>Count of clock buffers in the final design</td><td>0</td></tr>
<tr><td>Share of the core filled with cells in the final layout</td><td>0.112</td></tr>
<tr><td>Final-layout fill cell count</td><td>402</td></tr>
<tr><td>Layout cell share with drive strength beyond 1</td><td>0.395</td></tr>
<tr><td>Filler-free cell count of the finished design</td><td>84</td></tr>
<tr><th colspan="2">Pwr</th></tr>
<tr><td>Power density over the cells</td><td>approximately 180 nW/um2</td></tr>
<tr><td>Reported leakage power</td><td>0.171 nW</td></tr>
<tr><td>Power consumption</td><td>0.0696 mW</td></tr>
<tr><td>Maximum ir drop on the vdd rail</td><td>18.3 uV</td></tr>
<tr><th colspan="2">Place</th></tr>
<tr><td>Placed cell count</td><td>82</td></tr>
<tr><td>Worst Setup Slack post-DPL</td><td>-0.543 ns</td></tr>
<tr><td>Routability Congestion</td><td>between 0.7 and 0.8</td></tr>
<tr><td>Port Buffer Count</td><td>16</td></tr>
<tr><td>DP Wirelength</td><td>538 um</td></tr>
<tr><td>Dpl cell area</td><td>364 um2</td></tr>
<tr><th colspan="2">Clock tree</th></tr>
<tr><td>Count of hold buffers inserted by post-cts repair</td><td>0</td></tr>
<tr><th colspan="2">Run</th></tr>
<tr><td>Number of maximum-capacitance constraint violations</td><td>0</td></tr>
<tr><td>OpenROAD warnings</td><td>32</td></tr>
<tr><th colspan="2">Run status</th></tr>
<tr><td>Result of the run</td><td>finished, final reports clean</td></tr>
</table>
## what timing repair did
action                                  in CTS  in global routing
pin swaps                                    6                  2
resized                                     26                  2
buffers inserted                             2                  0
endpoints found under the setup margin       8                  2
## Yosys cell counts
cell type	instances	area, um2
and3_1	1	6.26
ha_1	1	12.5
inv_1	1	3.75
nand2_1	2	7.51
nand3_1	2	10.0
nand3_2	1	10.0
nor2_1	1	3.75
nor3_2	1	10.0
xnor2_1	3	26.3
xor2_1	3	26.3
## final cells by class
cell class / instances / area share
inverters: 1 / 0.00977
multi-input cells: 15 / 0.375
well taps: 46 / 0.150
repair buffers: 22 / 0.466
## layer usage
metal	vias up	share of wire	routed length [um]	track usage
li1	97	-	-	-
met1	79	0.41	249	0.0225
met2	10	0.44	268	0.0313
met3	0	0.15	89	0.00795
met4	0	0	0	0
met5	-	0	0	0
## logic make-up (layout without fill, tap and decap cells)
group                      Yosys count  in the layout  share of synthesized area
and+or+nand+nor                      8              8                      0.409
xor gates and xnor gates             6              6                      0.452
adders and majority gates            1              1                      0.108
buffers and inverters                1             23                     0.0322
## placed cells by master (no fill, tap or decap)
cell type,instances
xnor2_2,1
xnor2_1,2
ha_4,1
nor2_2,1
clkdlybuf4s15_1,1
clkbuf_2,1
inv_1,1
buf_4,6
buf_2,2
dlygate4sd2_1,9
clkdlybuf4s50_1,3
nor3_4,1
nand2_2,1
nand2_1,1
xor2_1,3
nand3_2,1
nand3_1,2
and3_1,1
## worst paths after layout
check        end  slack (ns)
min    pc_out[2]        1.18
max    pc_out[7]        0.12
## critical path, stage by stage
cell and delay [ns]:
dlygate4sd2_1 0.25, nand2_2 0.10, nor3_4 0.17, xor2_1 0.16, dlygate4sd2_1 0.22
## where the power goes
group	switching, mW	internal, mW
sequential	0	0
clock	0	0
combinational	0.0240	0.0456
No activity file was given, so power comes from the tool's default toggle rates.
